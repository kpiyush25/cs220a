## design.v

```verilog
module one_bit_full_adder(a, b, cin, sum, cout);
    input a, b, cin;  
    output cout, sum;  
    wire cout, sum;
    assign sum = a^b^cin;
    assign cout = ((a&b) | (b&cin) | (cin&a));
endmodule
module eight_bit_adder(x, y, carry_in, sum, carry_out);
    input [7:0] x, y;
    input carry_in;
    output [7:0] sum;
    wire [7:0] sum;
    output carry_out;
    wire carry_out;
    wire [6:0] intermediate_carry;
    one_bit_full_adder FA0(x[0], y[0], carry_in, sum[0], intermediate_carry[0]);
    one_bit_full_adder FA1(x[1], y[1], intermediate_carry[0], sum[1], intermediate_carry[1]);
    one_bit_full_adder FA2(x[2], y[2], intermediate_carry[1], sum[2], intermediate_carry[2]);
    one_bit_full_adder FA3(x[3], y[3], intermediate_carry[2], sum[3], intermediate_carry[3]);
    one_bit_full_adder FA4(x[4], y[4], intermediate_carry[3], sum[4], intermediate_carry[4]);
    one_bit_full_adder FA5(x[5], y[5], intermediate_carry[4], sum[5], intermediate_carry[5]);
    one_bit_full_adder FA6(x[6], y[6], intermediate_carry[5], sum[6], intermediate_carry[6]);
    one_bit_full_adder FA7(x[7], y[7], intermediate_carry[6], sum[7], carry_out);
endmodule
```

## constraint.sdc

```tcl
current_design eight_bit_adder

set clk_period 4.6
set clk_io_pct 0.2

create_clock -name clk0 -period $clk_period

set non_clock_inputs [all_inputs -no_clocks]
set_input_delay [expr $clk_period * $clk_io_pct] -clock clk0 $non_clock_inputs
set_output_delay [expr $clk_period * $clk_io_pct] -clock clk0 [all_outputs]
```

## run.sh

```bash
#!/bin/bash
# OpenROAD 26Q1-2900-gdf79404cd8, Yosys 0.63+post, stock flow scripts
make -C /OpenROAD-flow-scripts/flow DESIGN_CONFIG=/design/flow/config.mk WORK_HOME=/design/flow/orfs finish
```

## config.mk

```make
export PLATFORM = sky130hd
export DESIGN_NAME = eight_bit_adder
export DESIGN_NICKNAME = eight_bit_adder
export VERILOG_FILES = /design/flow/design.v
export SDC_FILE = /design/flow/constraint.sdc
export NUM_CORES = 4
export LEC_CHECK = 1
export CORE_AREA = 10 10 70 70
export DIE_AREA = 0 0 80 80
```

==> results.rst <==
Physical design figures
=======================

.. list-table::
   :header-rows: 1

   * - Metric
     - Value
   * - Sequential cell count
     - 0
   * - Slack of the critical path
     - -0.315 ns
   * - Setup WS pre-CTS
     - -1.07 ns
   * - Main logic family
     - adder cells
   * - Number of top-level pins
     - 26
   * - Area of the core region
     - 3420 µm²
   * - Wire length of the first global-routing pass
     - 1270 µm
   * - Number of buffers inserted by port buffering
     - 26
   * - Largest area contributor in the synthesized netlist
     - sky130_fd_sc_hd__fa_1
   * - Area added between synthesis and finish
     - 105%
   * - Final setup fails
     - 2
   * - Maximum resistive drop on vdd
     - 0.0320 mV
   * - Yosys Chip Area
     - 258 µm²
   * - DR vias/cell
     - 2.40
   * - Top cells, area
     - sky130_fd_sc_hd__fa_1, sky130_fd_sc_hd__buf_4, sky130_fd_sc_hd__inv_1
   * - Sequential cell area fraction in the yosys report
     - 0%
   * - Hold violation total from the final report
     - 0
   * - Outcome
     - finished with violations
   * - Syn_area_per_cell
     - 9.91 µm²
   * - Cell Type Count
     - 3
   * - Final WL
     - 781 µm
   * - Setup_tns
     - -0.373 ns
   * - Initial antenna violation count
     - 0
   * - Post-route minimum period
     - 4.91 ns
   * - Final Core Density
     - 15.5%
   * - Highest-count cells in the layout ignoring fill and taps
     - sky130_fd_sc_hd__clkdlybuf4s50_1, sky130_fd_sc_hd__fa_2, sky130_fd_sc_hd__inv_1
   * - Post-detailed-route count of antenna-violating nets
     - 0
   * - Worst Path Arrival
     - 3.99 ns
   * - Cells in synth_stat.txt
     - 26
   * - N_diodes
     - 0
   * - Global routing usage summed across all routing layers
     - 2.42%
   * - Most instantiated logic cell after routing
     - sky130_fd_sc_hd__clkdlybuf4s50_1
   * - Final global-route overflow total
     - 0
   * - Synth mux share
     - 0%
   * - Crit-path max FO
     - 1
   * - Number of iterations in the first detailed-routing pass
     - 1
   * - CTS hold repair buffers
     - 0
   * - Floorplan Utilization
     - 7.55%
   * - Fin Hold WS
     - 2.59 ns
   * - Share of post-route cells with drive strength above 1
     - 43.2%
   * - Power density normalized to cell area
     - 107 nW/µm²
   * - Static leakage
     - 0.214 nW
   * - Warnings, synthesis
     - 0
   * - Tally of non-filler cells in the final layout
     - 90
   * - Endpoint class of the critical path
     - output pin
   * - Placed instance count
     - 90
   * - Number of remaining DRC errors
     - 0
   * - Power share of the combinational group
     - 100.0%
   * - Violated checks
     - negative setup slack
   * - Area of the die
     - 6400 µm²
   * - Sum of internal, switching and leakage power
     - 56.6 µW
   * - Number of clock buffers in the layout
     - 0
   * - Worst rel slew slack
     - 92.3%
   * - Sum of net half-perimeters after detailed placement
     - 781 µm
   * - Violation count after the first detailed-routing iteration
     - 0
   * - Total number of vias
     - 216
   * - Area of all placed cells without fillers
     - 529 µm²
   * - Adders+Majority by Area
     - 62.1%
   * - Peak Freq
     - 0.203 GHz
   * - Ao+oa area frac
     - 0%
   * - Xor and xnor area share after synthesis
     - 0%
   * - Average routed wire per standard cell
     - 8.68 µm
   * - Sequential cell area
     - 0 µm²
   * - Number of cells produced by synthesis
     - 26
   * - Proportion of power drawn by flip-flops and latches
     - 0%
   * - Least-Margin Pin Slew
     - 0.115 ns
   * - Number of core rows
     - 21
   * - Synthesized cell area
     - 258 µm²
   * - Final Max Slew Viols
     - 0
   * - Total cell area at the placement stage
     - 528 µm²
   * - Switching fraction of total power
     - 29.9%
   * - Simple-Gate Area Share
     - 0%
   * - Startpoint-to-endpoint class of the critical path
     - input port to output pin
   * - Pin count of the biggest net entering global routing
     - 2
   * - Fin crit share
     - 107%
   * - Warning total across the stage logs
     - 35
   * - Hold Path Class
     - input port to output pin
   * - Setup repair after global routing missed its margin
     - true
   * - Int Power
     - 39.7 µW
   * - CP Data Required Time
     - 3.68 ns
   * - Routability cong.
     - 0.830
   * - Fraction of synthesized cell area taken by the top area cell type
     - 62.1%
   * - Tally of max-capacitance violations
     - 0
   * - Net Switching
     - 16.9 µW
   * - Via count of the first global-routing pass
     - 266
   * - Critical path startpoint category
     - input port
   * - Vertical die size
     - 80 µm
   * - Share of total power in the clock network
     - 0%
   * - Post-CTS Setup Bufs
     - 0
   * - Die width
     - 80 µm
## worst paths after layout
check / to / cells past startpoint / startpoint / slack (ns)
setup / recovery: sum[7] / 14 / carry_in / -0.31
hold / removal: sum[0] / 5 / x[0] / 2.59
## layer usage
metal,share of wire [%],routed length [µm],up-vias,GRT usage (%)
met5,0,0,-,0
met4,0,0,0,0
met3,22,175,0,1.70
met2,33,256,24,3.29
met1,45,349,96,3.25
li1,-,-,96,-
## area by class of cell
cell class                      instances  area [µm²]
Inverter                               10        42.5
Tap cell                               46        57.6
Fill cell                             391        2890
Multi-Input combinational cell          8         180
Timing Repair Buffer                   26         249
## synth_stat cells
master / n
sky130_fd_sc_hd__fa_1: 8
sky130_fd_sc_hd__inv_1: 10
sky130_fd_sc_hd__buf_4: 8
## timing repair
action / 4_1_cts / 5_1_grt
resized: 33 / 2
pin swaps: 8 / 8
setup endpoints to repair: 5 / 3
## logic make-up after synthesis
kind of cell,after synthesis
buffers and inverters,18
adder cells (fa/ha/maj),8
## power by group through the flow
| stage | Sequential, mW | Combinational (mW) | Clock (mW) |
|---|---|---|---|
| CTS | 0 | 0.0590 | 0 |
| global route | 0 | 0.0653 | 0 |
| finish | 0 | 0.0566 | 0 |
## worst max-delay path, stage by stage
cell and delay [ns]:
sky130_fd_sc_hd__buf_8 0.10, sky130_fd_sc_hd__inv_4 0.04, sky130_fd_sc_hd__fa_2 0.19, sky130_fd_sc_hd__inv_2 0.04, sky130_fd_sc_hd__fa_2 0.34, sky130_fd_sc_hd__fa_2 0.39
sky130_fd_sc_hd__fa_2 0.35, sky130_fd_sc_hd__fa_2 0.34, sky130_fd_sc_hd__fa_2 0.34, sky130_fd_sc_hd__fa_2 0.34, sky130_fd_sc_hd__inv_2 0.06, sky130_fd_sc_hd__fa_2 0.41
sky130_fd_sc_hd__inv_1 0.05, sky130_fd_sc_hd__buf_2 0.09
No activity file was given, so power comes from the tool's default toggle rates.
