==> design.v <==
module carry_look_ahead_4bit(a,b, cin, sum,cout);
input [3:0] a,b;
input cin;
output [3:0] sum;
output cout;
wire [3:0] p,g,c;
assign p=a^b;
assign g=a&b;
assign c[0]=cin;
assign c[1]= g[0]|(p[0]&c[0]);
assign c[2]= g[1] | (p[1]&g[0]) | p[1]&p[0]&c[0];
assign c[3]= g[2] | (p[2]&g[1]) | p[2]&p[1]&g[0] | p[2]&p[1]&p[0]&c[0];
assign cout= g[3] | (p[3]&g[2]) | p[3]&p[2]&g[1] | p[3]&p[2]&p[1]&g[0] | p[3]&p[2]&p[1]&p[0]&c[0];
assign sum=p^c;
endmodule
module carry_look_ahead_8bit(a,b, cin, sum,cout);
input [7:0] a,b;
input cin;
output [7:0] sum;
output cout;
wire c1,c2;
carry_look_ahead_4bit cla1 (.a(a[3:0]), .b(b[3:0]), .cin(cin), .sum(sum[3:0]), .cout(c1));
carry_look_ahead_4bit cla2 (.a(a[7:4]), .b(b[7:4]), .cin(c1), .sum(sum[7:4]), .cout(cout));
endmodule
==> run.sh <==
#!/bin/bash
# OpenROAD 26Q1-2900-gdf79404cd8, Yosys 0.63+post, stock flow scripts
make -C /OpenROAD-flow-scripts/flow DESIGN_CONFIG=/design/flow/config.mk WORK_HOME=/design/flow/orfs finish
==> config.mk <==
export PLATFORM = sky130hd
export DESIGN_NAME = carry_look_ahead_8bit
export DESIGN_NICKNAME = carry_look_ahead_8bit
export VERILOG_FILES = /design/flow/design.v
export SDC_FILE = /design/flow/constraint.sdc
export NUM_CORES = 4
export LEC_CHECK = 1
export CORE_AREA = 10 10 70 70
export DIE_AREA = 0 0 80 80
==> constraint.sdc <==
current_design carry_look_ahead_8bit

set clk_period 10.2
set clk_io_pct 0.2

create_clock -name clk0 -period $clk_period

set non_clock_inputs [all_inputs -no_clocks]
set_input_delay [expr $clk_period * $clk_io_pct] -clock clk0 $non_clock_inputs
set_output_delay [expr $clk_period * $clk_io_pct] -clock clk0 [all_outputs]
==> impl_metrics.csv <==
group,metric,value,unit
outcome,status,"finished, final reports clean",
floorplanning,fp_util,9.12,%
synth,ys_warn_count,0,
detailed_routing,antenna_left,0,
detailed_routing,firstDrtPassIters,1,
floorplanning,rows,21,
detailed_routing,wl_per_cell,9.11,um
detailed_routing,remaining_drc_errors,0,
timing,max_slew_margin,85.5,%
placement,hpwl,941,um
layout,nClkBuffers,0,
floorplanning,die_y,80,um
floorplanning,die-area,0.00640,sq mm
detailed_routing,wirelength,984,um
pwr,combPwrFrac,100.0,%
synth,seq_area_frac_synth,0,%
cts,post_cts.repair.setup_buffers,0,
pwr,intPower,0.0258,mW
synth,synth_area,312,sq um
layout,mostFrequentLayoutCells,"clkdlybuf4s50_1, ha_1, inv_1",
critical_path,startpoint_type,"input pin",
grt,grt_pass1_vias,387,
run,warning_count,32,
timing,setup_violations,0,
grt,grt_max_degree,5,
grt,grt_overflow,0,
detailed_routing,num_vias,342,
detailed_routing,avgViaCountPerCell,3.17,
layout,areaGrowthSynthToFinish,102,%
critical_path,setup.worst_path.end_class,"primary output",
layout,final_common_cell,"clkdlybuf4s50_1",
cts,cts_hold_buf,0,
pwr,p_seq_share,0,%
timing,finalMaxSlewViolations,0,
placement,post-place-ws,3.44,ns
detailed_routing,first_iter_violations,0,
timing,finalCriticalPeriod,6.72,ns
grt,grt_pass1_wl,1660,um
layout,seq_area,0,sq um
run,max_cap_viol_count,0,
synth,ys_cells,36,
synth,synth_cell_types,18,
min_path,holdCritStartpoint,"b[6]",
pwr,power_density,58.9,mW/mm^2
timing,rsz0062_at_grt,"false",
placement,globalplace.congestion,0.766,
timing,hold_viol,0,
pwr,netSwitchingPower,0.0112,mW
synth,avgSynthCellArea,8.65,sq um
floorplanning,core,0.00342,sq mm
min_path,min_delay_path_depth,4,
pwr,p_total,0.0370,mW
floorplanning,die_x,80,um
floorplanning,io_pins,26,
layout,drive_gt1_share,1.61,%
grt,antenna_found_initial,0,
pwr,clkPwrFrac,0,%
detailed_routing,diodes,0,
layout,ff_count,0,
pwr,ir_drop,0.0235,mV
pwr,sw_frac_of_total,30.3,%
min_path,min_path_type,"input pin to primary output",
pwr,leakagePower,0.281,nW
timing,worst_pin_slew,0.218,ns
synth,ys_area,312,sq um
synth,syn_inst,36,
critical_path,path_max_fanout,4,
timing,timing.final.ws_setup,3.48,ns
placement,numPortBuffers,26,
critical_path,crit_arrival,4.68,ns
critical_path,worstPathRequired,8.16,ns
timing,tns,0,ns
critical_path,crit_type,"input pin to primary output",
timing,period_used_share,65.9,%
grt,grt_use_total,3.06,%
min_path,hold_end,"sum[6]",
timing,fmax,149,MHz
cts,post_cts_resized,0,
[area by class of cell]
type	instances	area (sq um)
multi-input combinational	31	293
tap	46	57.6
inverter	5	18.8
timing repair buffer	26	260
fill	386	2790
[worst max path at each step]
stage | startpoint | to | slack (ns) | depth (start not counted)
after CTS | a[2] | sum[5] | 3.44 | 8
after global routing | a[2] | sum[5] | 3.35 | 8
final | a[2] | sum[5] | 3.48 | 8
[critical path, cell delays in order]
cell and delay (ns):
clkdlybuf4s50_1 0.41, ha_1 0.34, and3_1 0.19, a221o_1 0.37, or2_2 0.30, fa_1 0.38
xor2_1 0.17, clkdlybuf4s50_1 0.49
[cell families after synthesis]
group | count (synthesis) | synth area share [%]
AND-OR/OR-AND | 10 | 23.7
adder cells (fa/ha/maj) | 10 | 45.0
buffers and inverters | 5 | 6.02
AND/OR/NAND/NOR | 6 | 11.2
XOR/XNOR | 5 | 14.1
[layer usage]
layer	track usage [%]	vias up	wire length, um
li1	-	182	-
met3	2.27	0	220
met1	3.39	140	418
met2	4.90	20	346
met4	0	0	0
met5	0	-	0
[stage by stage]
| step | hold WS, ns | instances | utilization (%) | cell area, sq um |
|---|---|---|---|---|
| 6_report | 5.17 | 108 | 18.4 | 629 |
| 5_1_grt | 5.23 | 108 | 18.4 | 629 |
| 4_1_cts | 5.19 | 108 | 18.4 | 629 |
| 3_5_place_dp | 5.18 | 108 | 18.4 | 629 |
| 3_3_place_gp | 5.18 | 108 | 18.4 | 629 |
| 2_1_floorplan | 4.19 | 36 | - | 312 |
[power by group through the flow]
| stage | clock [mW] | sequential [mW] | combinational, mW |
|---|---|---|---|
| CTS | 0 | 0 | 0.0380 |
| finish | 0 | 0 | 0.0370 |
| global route | 0 | 0 | 0.0420 |
[Yosys cell counts]
cell type | number | area (sq um)
inv_1 | 5 | 18.8
xor2_1 | 2 | 17.5
a221o_1 | 1 | 10.0
o21ai_0 | 1 | 5.00
a21oi_1 | 1 | 5.00
fa_1 | 2 | 40.0
or2_2 | 1 | 6.26
o22a_1 | 1 | 8.76
o22ai_1 | 1 | 6.26
xnor2_1 | 3 | 26.3
a211o_1 | 1 | 8.76
and3_1 | 2 | 12.5
a21o_1 | 2 | 15.0
ha_1 | 8 | 100
nor2b_1 | 1 | 6.26
o21a_1 | 2 | 15.0
nor2_1 | 1 | 3.75
or2_1 | 1 | 6.26
Power is estimated from default activity; no workload was simulated.
