===== /design/flow/design.v =====
module one_bit_comparator(x, y, less_in, equal_in, greater_in, less_out, equal_out, greater_out);
    input x, y, less_in, equal_in, greater_in;
    output less_out, equal_out, greater_out;
    wire less_out, equal_out, greater_out;
    assign greater_out = greater_in | (equal_in & x & ~y);
    assign equal_out = equal_in & ~(x^y);
    assign less_out = less_in | (equal_in & ~x & y);
endmodule
module eight_bit_comparator(x, y, less_out, equal_out, greater_out);
    input [7:0] x;
    input [7:0] y;
    output less_out, equal_out, greater_out;
    wire less_out, equal_out, greater_out;
    wire [6:0] intermediate_l;
    wire [6:0] intermediate_e;
    wire [6:0] intermediate_g;
    one_bit_comparator FA0(x[7], y[7], 1'b0, 1'b1, 1'b0, intermediate_l[0], intermediate_e[0], intermediate_g[0]);
    one_bit_comparator FA1(x[6], y[6], intermediate_l[0], intermediate_e[0], intermediate_g[0], intermediate_l[1], intermediate_e[1], intermediate_g[1]);
    one_bit_comparator FA2(x[5], y[5], intermediate_l[1], intermediate_e[1], intermediate_g[1], intermediate_l[2], intermediate_e[2], intermediate_g[2]);
    one_bit_comparator FA3(x[4], y[4], intermediate_l[2], intermediate_e[2], intermediate_g[2], intermediate_l[3], intermediate_e[3], intermediate_g[3]);
    one_bit_comparator FA4(x[3], y[3], intermediate_l[3], intermediate_e[3], intermediate_g[3], intermediate_l[4], intermediate_e[4], intermediate_g[4]);
    one_bit_comparator FA5(x[2], y[2], intermediate_l[4], intermediate_e[4], intermediate_g[4], intermediate_l[5], intermediate_e[5], intermediate_g[5]);
    one_bit_comparator FA6(x[1], y[1], intermediate_l[5], intermediate_e[5], intermediate_g[5], intermediate_l[6], intermediate_e[6], intermediate_g[6]);
    one_bit_comparator FA7(x[0], y[0], intermediate_l[6], intermediate_e[6], intermediate_g[6], less_out, equal_out, greater_out);
endmodule

===== /design/flow/run.sh =====
#!/bin/bash
# OpenROAD 26Q1-2900-gdf79404cd8, Yosys 0.63+post, stock flow scripts
make -C /OpenROAD-flow-scripts/flow DESIGN_CONFIG=/design/flow/config.mk WORK_HOME=/design/flow/orfs finish

===== /design/flow/config.mk =====
export PLATFORM = sky130hd
export DESIGN_NAME = eight_bit_comparator
export DESIGN_NICKNAME = eight_bit_comparator
export VERILOG_FILES = /design/flow/design.v
export SDC_FILE = /design/flow/constraint.sdc
export NUM_CORES = 4
export LEC_CHECK = 1
export CORE_AREA = 10 10 70 70
export DIE_AREA = 0 0 80 80

===== /design/flow/constraint.sdc =====
current_design eight_bit_comparator

set clk_period 3.1
set clk_io_pct 0.2

create_clock -name clk0 -period $clk_period

set non_clock_inputs [all_inputs -no_clocks]
set_input_delay [expr $clk_period * $clk_io_pct] -clock clk0 $non_clock_inputs
set_output_delay [expr $clk_period * $clk_io_pct] -clock clk0 [all_outputs]

==> deck_impl_summary.md <==
Implementation Results

Status
  – Outcome: completed

Die
  – DIE HEIGHT: roughly 80 um
  – I/O pins: 19
  – Chip width: ~80 um
  – Std-Cell Rows: 21
  – Total die area: roughly 6400 um^2
  – Core area: approximately 3400 um^2
  – Initial core utilization: under 10%

Route
  – Initial DRT Pass Iterations: 4
  – Iteration-0 DRC Markers: 10
  – Ant diodes: 0
  – Routed vias/inst: between 3 and 4
  – DRC: 0
  – DR vias: between 300 and 400
  – WL/cell: 9.37 um
  – DRT Wirelength: 993 um
  – DRT antenna net count: 0

Place
  – Hpwl dp: between 800 and 900 um
  – PortBufs: 19
  – GPL Wtd Cong: between 0.6 and 0.7

Pwr
  – Clk network pwr share: 0%
  – Sw Ratio: between 30% and 40%
  – Logic pwr share: 100.0%
  – PD cells: approximately 120 nW/um^2
  – Flop pwr share: 0%
  – Pint: roughly 0.044 mW
  – Leakage: between 0.2 and 0.25 nW
  – Psw: around 0.025 mW
  – Peak VDD IR: roughly 0.014 mV

Job
  – Stage-log warning count: 33
  – Max cap viols: 0

Synthesis
  – Register share after synthesis: 0%
  – Post-synth mux share: 0%
  – Cell Area, Synth: approximately 300 um^2
  – Gate Count Post-Synth: roughly 41
  – Post-Syn Area per Cell: 7.32 um^2
  – Yosys warns: 0
  – Synth cell types: 20
  – XOR-XNOR Cells, Area Fraction: approximately 15%
  – Ys cells: just over 40
  – Yosys top cell by area: maj3_1
  – Yosys synthesis chip area: between 300 and 400 um^2
  – Aoi share: around 15%
  – And+or+nand+nor area frac: 32.5%
  – Largest logic family: simple AND/OR/NAND/NOR gates
  – Synth top area share: between 10% and 20%
  – Adder Share, Synth: ~30%
  – Top cells by area: maj3_1, nand2b_1, inv_1

Final layout
  – FFs & Latches: 0
  – Register Area: 0 um^2
  – Most instantiated logic cells after routing: clkdlybuf4s50_1, inv_1, nand2b_1
  – Filler cells: about 390
  – Comb area: 287 um^2
  – Layout cells sized above 1: ~8.3%
  – Synth-to-Final Area Change: 86.7%
  – Post-layout util: 16.4%
  – Dominant logic cell type in the layout: clkdlybuf4s50_1
  – Clock buffers: 0

Final timing
  – Relative slew slack: approximately 85%
  – Fmax: roughly 340 MHz
  – Final setup violation count: 0
  – Slew Limit Fails: 0
  – Hold Violations, Final: 0
  – Worst slew pin tran: 0.215 ns
  – Fin crit period: between 2 and 3 ns
  – RSZ-0062 raised after global routing: no
  – Fin crit share: ~96%
  – Setup tns final: 0 ns

Clocking
  – # hold bufs at CTS: 0
  – Post-CTS sizing: 0
  – Post-CTS setup buffer count: 0

Worst hold path
  – Hold Path Depth: 5
  – Hold WC Path Type: in2out
  – Worst min-delay path startpoint: y[2]
  – WHS Endpoint: greater_out

Global route
  – Pin count of the biggest net entering global routing: 5
  – First-pass GRT wire length: between 1500 and 2000 um
  – Grt ovf: 0
  – Tot GR Track Use: a little under 3%
  – Initial antenna violation count: 0
  – Vias in the first global route: about 380

Worst setup path
  – Critical Path AT: around 2.4 ns
  – CP Max Fanout: 4
  – Worst Path Required: around 2.5 ns
  – WS Path Type: in2out
  – CP Launch Type: input pin
  – Crit end category: output port
layout make-up:
| cell class | instances | area share [%] |
|---|---|---|
| inverter | 7 | 4.69 |
| multi-input combinational | 34 | 51.1 |
| tap | 46 | 10.3 |
| timing repair buffer | 19 | 33.9 |
worst max path at each step:
| stage | start | to | slack, ns | depth (start not counted) |
|---|---|---|---|---|
| after global routing | y[7] | greater_out | 0.02 | 7 |
| final | y[7] | greater_out | 0.13 | 7 |
| after CTS | y[7] | greater_out | 0.03 | 7 |
kinds of logic (layout without fill, tap and decap cells):
| logic type | after synthesis | after routing |
|---|---|---|
| compound gates | 5 | 5 |
| simple gates | 16 | 16 |
| fa+ha+maj | 8 | 8 |
| buf+inv | 7 | 26 |
| xor+xnor | 5 | 5 |
metrics by stage:
stage | cells | hold WS [ns] | area, um^2 | setup WS, ns | total power [mW]
2_1_floorplan | 41 | 1.43 | 300 | 1.06 | 0.0310
3_3_place_gp | 106 | 2.40 | 548 | 0.0344 | 0.0665
3_5_place_dp | 106 | 2.39 | 548 | 0.0322 | 0.0674
4_1_cts | 106 | 2.40 | 548 | 0.0253 | 0.0678
5_1_grt | 106 | 2.45 | 561 | 0.0236 | 0.0764
6_report | 106 | 2.39 | 561 | 0.128 | 0.0693
per-layer routing:
| metal | GRT usage [%] | routed length, um |
|---|---|---|
| met5 | 0 | 0 |
| met3 | 0.909 | 69 |
| met2 | 6.34 | 574 |
| met4 | 0 | 0 |
| met1 | 2.70 | 348 |
cells in the mapped netlist, types with 2 or more instances:
cell type	count
inv_1	7
nor2b_1	4
xnor2_1	3
maj3_1	4
xor2_1	2
maj3_2	2
nand2b_1	5
ha_1	2
power by group through the flow:
stage	Sequential (mW)	Combinational, mW	Clock (mW)
4_1_cts	0	0.0678	0
5_1_grt	0	0.0764	0
6_report	0	0.0693	0
worst max-delay path: stages:
cell and delay, ns:
clkdlybuf4s50_1 0.48, inv_1 0.07, ha_4 0.25, and3_2 0.20
a221oi_2 0.24, nand2_1 0.08, clkdlybuf4s50_1 0.41
No activity file was given, so power comes from the tool's default toggle rates.
